==> design.v <==
module utmi_interface (
    input  wire       i_clk,
    input  wire       i_rst_n,
    input  wire [7:0] i_rx_data,
    input  wire       i_rx_valid,
    input  wire       i_rx_error,
    input  wire       i_rx_active,
    output reg  [7:0] o_tx_data,
    output reg        o_tx_valid,
    input  wire       i_tx_ready,
    output reg  [7:0] o_utmi_rxdata,
    output reg        o_utmi_rxvalid,
    output reg        o_utmi_rxerror,
    output reg        o_utmi_rxactive,
    input  wire [7:0] i_utmi_txdata,
    input  wire       i_utmi_txvalid,
    output reg        o_utmi_txready,
    input  wire [1:0] i_xcvrselect,     
    input  wire [1:0] i_opmode,         
    input  wire       i_termselect,     
    input  wire       i_suspendm,       
    output reg  [1:0] o_linestate,      
    output reg        o_hostdisconnect,  
    output reg        o_iddig,           
    output reg        o_sessend,         
    output reg        o_sessvld,         
    output reg        o_vbusvalid,       
    input  wire [1:0] i_phy_linestate,
    input  wire       i_phy_hs_mode,
    input  wire       i_phy_fs_mode,
    input  wire       i_connect_state,
    input  wire       i_suspend_req
);
localparam [1:0] 
    OPMODE_NORMAL       = 2'b00,
    OPMODE_NON_DRIVING  = 2'b01,
    OPMODE_DISABLE_BITSTUFF = 2'b10,
    OPMODE_RESERVED     = 2'b11;
localparam [1:0]
    XCVR_HS             = 2'b00,
    XCVR_FS             = 2'b01,
    XCVR_LS             = 2'b10,
    XCVR_FS4LS          = 2'b11;
reg [7:0] rx_data_reg;
reg rx_valid_reg;
reg rx_error_reg;
reg rx_active_reg;
reg tx_ready_reg;
typedef enum logic [2:0] {
    UTMI_IDLE           = 3'h0,
    UTMI_RX_ACTIVE      = 3'h1,
    UTMI_TX_ACTIVE      = 3'h2,
    UTMI_SUSPEND        = 3'h3,
    UTMI_ERROR          = 3'h4
} utmi_state_t;
utmi_state_t current_state, next_state;
always @(posedge i_clk or negedge i_rst_n) begin
    if (!i_rst_n) begin
        current_state <= UTMI_IDLE;
    end else begin
        current_state <= next_state;
    end
end
always @(*) begin
    next_state = current_state;
    case (current_state)
        UTMI_IDLE: begin
            if (i_suspendm) begin
                next_state = UTMI_SUSPEND;
            end else if (i_rx_active && i_rx_valid) begin
                next_state = UTMI_RX_ACTIVE;
            end else if (i_utmi_txvalid && i_tx_ready) begin
                next_state = UTMI_TX_ACTIVE;
            end else if (i_rx_error) begin
                next_state = UTMI_ERROR;
            end
        end
        UTMI_RX_ACTIVE: begin
            if (i_rx_error) begin
                next_state = UTMI_ERROR;
            end else if (!i_rx_active) begin
                next_state = UTMI_IDLE;
            end else if (i_suspendm) begin
                next_state = UTMI_SUSPEND;
            end
        end
        UTMI_TX_ACTIVE: begin
            if (!i_utmi_txvalid || !i_tx_ready) begin
                next_state = UTMI_IDLE;
            end else if (i_suspendm) begin
                next_state = UTMI_SUSPEND;
            end
        end
        UTMI_SUSPEND: begin
            if (!i_suspendm) begin
                next_state = UTMI_IDLE;
            end
        end
        UTMI_ERROR: begin
            if (!i_rx_error && !i_rx_active) begin
                next_state = UTMI_IDLE;
            end
        end
        default: begin
            next_state = UTMI_IDLE;
        end
    endcase
end
always @(posedge i_clk or negedge i_rst_n) begin
    if (!i_rst_n) begin
        o_utmi_rxdata <= 8'h00;
        o_utmi_rxvalid <= 1'b0;
        o_utmi_rxerror <= 1'b0;
        o_utmi_rxactive <= 1'b0;
        rx_data_reg <= 8'h00;
        rx_valid_reg <= 1'b0;
        rx_error_reg <= 1'b0;
        rx_active_reg <= 1'b0;
    end else begin
        rx_data_reg <= i_rx_data;
        rx_valid_reg <= i_rx_valid;
        rx_error_reg <= i_rx_error;
        rx_active_reg <= i_rx_active;
        case (current_state)
            UTMI_RX_ACTIVE: begin
                if (i_opmode == OPMODE_NORMAL || i_opmode == OPMODE_DISABLE_BITSTUFF) begin
                    o_utmi_rxdata <= rx_data_reg;
                    o_utmi_rxvalid <= rx_valid_reg;
                    o_utmi_rxactive <= rx_active_reg;
                    o_utmi_rxerror <= rx_error_reg;
                end else begin
                    o_utmi_rxvalid <= 1'b0;
                    o_utmi_rxactive <= 1'b0;
                    o_utmi_rxerror <= 1'b0;
                end
            end
            UTMI_ERROR: begin
                o_utmi_rxerror <= 1'b1;
                o_utmi_rxvalid <= 1'b0;
                o_utmi_rxactive <= 1'b0;
            end
            default: begin
                o_utmi_rxvalid <= 1'b0;
                o_utmi_rxactive <= 1'b0;
                o_utmi_rxerror <= 1'b0;
            end
        endcase
    end
end
always @(posedge i_clk or negedge i_rst_n) begin
    if (!i_rst_n) begin
        o_tx_data <= 8'h00;
        o_tx_valid <= 1'b0;
        o_utmi_txready <= 1'b0;
        tx_ready_reg <= 1'b0;
    end else begin
        tx_ready_reg <= i_tx_ready;
        case (current_state)
            UTMI_TX_ACTIVE: begin
                if (i_opmode == OPMODE_NORMAL || i_opmode == OPMODE_DISABLE_BITSTUFF) begin
                    if (i_utmi_txvalid && tx_ready_reg) begin
                        o_tx_data <= i_utmi_txdata;
                        o_tx_valid <= 1'b1;
                        o_utmi_txready <= 1'b1;
                    end else begin
                        o_tx_valid <= 1'b0;
                        o_utmi_txready <= tx_ready_reg;
                    end
                end else begin
                    o_tx_valid <= 1'b0;
                    o_utmi_txready <= 1'b0;
                end
            end
            UTMI_IDLE: begin
                o_tx_valid <= 1'b0;
                o_utmi_txready <= tx_ready_reg && (i_opmode != OPMODE_NON_DRIVING);
            end
            default: begin
                o_tx_valid <= 1'b0;
                o_utmi_txready <= 1'b0;
            end
        endcase
    end
end
always @(posedge i_clk or negedge i_rst_n) begin
    if (!i_rst_n) begin
        o_linestate <= 2'b00;           
        o_hostdisconnect <= 1'b0;
        o_iddig <= 1'b1;                
        o_sessend <= 1'b0;
        o_sessvld <= 1'b0;
        o_vbusvalid <= 1'b0;
    end else begin
        o_linestate <= i_phy_linestate;
        o_iddig <= 1'b1;
        if (i_phy_linestate == 2'b00 && !i_rx_active) begin
            o_hostdisconnect <= 1'b1;
        end else if (i_connect_state) begin
            o_hostdisconnect <= 1'b0;
        end
        if (i_connect_state && (i_phy_hs_mode || i_phy_fs_mode)) begin
            o_sessvld <= 1'b1;
            o_vbusvalid <= 1'b1;
            o_sessend <= 1'b0;
        end else begin
            o_sessvld <= 1'b0;
            o_vbusvalid <= 1'b0;
            o_sessend <= 1'b1;
        end
    end
end
reg xcvr_select_valid;
reg opmode_valid;
always @(*) begin
    case (i_xcvrselect)
        XCVR_HS: xcvr_select_valid = i_phy_hs_mode;
        XCVR_FS, XCVR_LS, XCVR_FS4LS: xcvr_select_valid = i_phy_fs_mode;
        default: xcvr_select_valid = 1'b0;
    endcase
    case (i_opmode)
        OPMODE_NORMAL, OPMODE_NON_DRIVING, OPMODE_DISABLE_BITSTUFF: opmode_valid = 1'b1;
        OPMODE_RESERVED: opmode_valid = 1'b0;
        default: opmode_valid = 1'b0;
    endcase
end
endmodule
==> run.sh <==
#!/bin/bash
# OpenROAD 26Q1-2900-gdf79404cd8, Yosys 0.63+post, stock flow scripts
make -C /OpenROAD-flow-scripts/flow DESIGN_CONFIG=/design/flow/config.mk WORK_HOME=/design/flow/orfs finish
==> config.mk <==
export PLATFORM = sky130hd
export DESIGN_NAME = utmi_interface
export DESIGN_NICKNAME = utmi_interface
export VERILOG_FILES = /design/flow/design.v
export SDC_FILE = /design/flow/constraint.sdc
export NUM_CORES = 4
export LEC_CHECK = 1
export CORE_UTILIZATION = 30
==> constraint.sdc <==
current_design utmi_interface

set clk_period 2.8
set clk_io_pct 0.2

create_clock -name clk0 -period $clk_period [get_ports {i_clk}]

set non_clock_inputs [all_inputs -no_clocks]
set_input_delay [expr $clk_period * $clk_io_pct] -clock clk0 $non_clock_inputs
set_output_delay [expr $clk_period * $clk_io_pct] -clock clk0 [all_outputs]
==> results.toml <==
# generated from flow reports
[clock_tree]
cts_made_buffers = 5
clock_path_buffers = 2
cts_tree = "yes"
cts_setup_buffers = 0
cts_root_buf = "clkbuf_8"
h-tree-depth = 2
clk_pin_slew_ns = 0.07
holdBufCountCts = 0
worst_skew_pair.late_latency_ns = 0.28
cts_resized = 0
cts.sinks = 43

[setup_path]
crit_path_max_fanout = 2
cp_cell_sequence = "clkdlybuf4s50_1"
cp.arrival_ns = 1.10
crit_family = "buffers and inverters"
cpMaxStageDelayCell = "clkdlybuf4s50_1"
required_ns = 2.24
cp_num_buf_inv = 1
crit_path_start = "o_tx_data[6]$_DFFE_PN0P_"
r2r_start = "current_state[0]$_DFF_PN1_"
criticalPathCategory = "reg -> out"
end_kind = "output port"
slowest_delay_ns = 0.46
startpoint_type = "flip-flop"

[placement]
port_buffers = 57
dp_hpwl_microns = 1940
gp_congestion = 0.817

[synthesis]
synth_cells = 94
yosysChipArea_sq_mm = 0.00148
netlist_area_sq_mm = 0.00148
yosysWarnings = 1
synth_seq_share = 0.727
postSynthAreaPerCell_sq_um = 15.8
ys_types = 23
yosys_cells = 94
ys_ff = 43

[grt]
grt_pass1_vias = 926
grt_first_pass_wirelength_microns = 4170
grt_max_degree = 24
grtUsageTotal = 0.106
antenna_found_initial = 0
grt_overflow_total = 0

[status]
status = "finished clean"

[route]
first_iter_violations = 28
viasPerCell = 4.13
avgRoutedWirePerCell_microns = 11.8
drt.antenna.violating_nets = 0
dr_total_vias = 925
drt_wl_total_microns = 2650
drtPass1Iterations = 4
drc = 0
diodes = 0

[timing]
post-route-period-util = 0.592
max_freq_mhz = 603
hold_viol_final = 0
slew_violations = 0
finClkSkew_ns = 0.00296
rsz0062_at_grt = "false"
setup_viol = 0
min_period_ns = 1.66
setup_tns_ns = 0

[die]
rows = 25
die_h_microns = 72.3
fp_util = 0.314
io_pins = 63
die_x_microns = 72.3
die-area_sq_mm = 0.00522
fp.coreArea_sq_mm = 0.00472

[power]
power_mw = 1.33
ir_drop_mv = 0.289
leakagePower_nw = 1.01
powerDensity_mw_per_mm2 = 597

[cells_and_area]
final_util = 0.471
drive_gt1_frac = 0.172
synthToLayoutAreaGrowth_pct = 50.3
nFillCells = 411

[worst_hold_path]
hold_path.class = "in -> async"

[run]
warning_count = 29
cap_viol_max_count = 0
-- power breakdown --
part | switching, mW | internal [mW] | total [mW] | leakage, nW
combinational | 0.0434 | 0.139 | 0.183 | 0.407
sequential | 0.0247 | 0.678 | 0.702 | 0.551
clock | 0.183 | 0.261 | 0.444 | 0.0513
-- final cells by class --
cell class | count | area [sq um] | share of cell area
Inverter | 3 | 11.3 | 0.00506
Multi-Input combinational cell | 45 | 370 | 0.166
Clock buffer | 6 | 72.6 | 0.0326
Clock inverter | 1 | 30.0 | 0.0135
Sequential cell | 43 | 1080 | 0.484
Tap cell | 67 | 83.8 | 0.0377
Timing Repair Buffer | 59 | 581 | 0.261
-- per-stage QoR --
step	worst slack (ns)	hold slack, ns	cells	instance area [sq um]
3_3_place_gp	0.974	0.433	217	2120
3_5_place_dp	0.961	0.433	217	2120
2_1_floorplan	1.48	0.264	94	1480
5_1_grt	1.06	0.255	224	2230
4_1_cts	1.12	0.237	224	2230
6_report	1.14	0.229	224	2230
-- Yosys cell counts --
| library cell | number | share of area |
|---|---|---|
| dfrtp_1 | 42 | 0.71 |
| a32o_1 | 1 | 0.0068 |
| o21ai_0 | 2 | 0.0068 |
| and2_1 | 3 | 0.013 |
| conb_1 | 1 | 0.0025 |
| a21o_1 | 1 | 0.0051 |
| o31a_1 | 1 | 0.0059 |
| inv_1 | 3 | 0.0076 |
| buf_4 | 3 | 0.015 |
| a21boi_0 | 1 | 0.0051 |
| a21oi_1 | 4 | 0.014 |
| mux2_2 | 16 | 0.12 |
| or3_1 | 1 | 0.0042 |
| nor2b_1 | 3 | 0.013 |
| nand4b_4 | 1 | 0.016 |
| nand2_1 | 2 | 0.0051 |
| nand3b_1 | 1 | 0.0051 |
| o211ai_1 | 1 | 0.0051 |
| o32ai_1 | 1 | 0.0059 |
| nor3b_1 | 1 | 0.0051 |
| dfstp_2 | 1 | 0.018 |
| nor2_1 | 3 | 0.0076 |
| nor3_1 | 1 | 0.0034 |
-- layer usage --
metal / GRT usage / part of all wire / vias up
li1: - / - / 443
met1: 0.159 / 0.44 / 437
met2: 0.157 / 0.47 / 41
met3: 0.0352 / 0.076 / 4
met4: 0.0196 / 0.012 / 0
met5: 0 / 0 / -
-- worst paths after layout --
check,endpoint,cells past startpoint,slack (ns)
setup / recovery,o_tx_data[6],1,1.14
hold / removal,o_utmi_rxdata[5]$_DFFE_PN0P_,1,0.23
max in group asynchronous,o_utmi_rxdata[2]$_DFFE_PN0P_,2,1.92
hold reg to reg,o_utmi_rxactive$_DFF_PN0_,1,0.45
setup reg to reg,current_state[0]$_DFF_PN1_,3,1.58
min in group clk0,o_utmi_rxactive$_DFF_PN0_,1,0.45
-- cell families after synthesis --
group	synth area share
AOI/OAI and AO/OA	0.0541
buffers and inverters	0.0228
DFF	0.727
muxes	0.122
other	0.00253
and+or+nand+nor	0.0718
-- layout by cell type (no fill, tap or decap), types with 2 or more instances in the layout --
cell type | synthesis | routed
mux2_2 | 16 | 16
a21oi_1 | 4 | 4
inv_1 | 3 | 3
dfrtp_1 | 42 | 42
nor2_1 | 3 | 3
o21ai_0 | 2 | 2
buf_4 | 3 | 2
clkbuf_8 | 0 | 5
and2_1 | 3 | 3
clkdlybuf4s50_1 | 0 | 56
nor2b_1 | 3 | 3
nand2_1 | 2 | 2
Power figures rest on the tool's default switching activity, not on a simulated workload.
