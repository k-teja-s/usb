==> ./design.v <==
module elastic_buffer #(
    parameter DATA_WIDTH = 8,
    parameter ADDR_WIDTH = 4
) (
    input  wire                    i_wr_clk,
    input  wire                    i_wr_rst_n,
    input  wire [DATA_WIDTH-1:0]   i_wr_data,
    input  wire                    i_wr_en,
    input  wire                    i_rd_clk,
    input  wire                    i_rd_rst_n,
    input  wire                    i_rd_en,
    output reg  [DATA_WIDTH-1:0]   o_rd_data,
    output reg                     o_rd_valid,
    output reg                     o_empty,
    output reg                     o_full,
    output reg                     o_overflow,
    output reg                     o_underflow
);
localparam DEPTH = (1 << ADDR_WIDTH);
reg [DATA_WIDTH-1:0] memory [0:DEPTH-1];
reg [ADDR_WIDTH:0] wr_count, rd_count;
always @(posedge i_rd_clk or negedge i_rd_rst_n) begin
    if (!i_rd_rst_n) begin
        wr_ptr_sync1 <= {(ADDR_WIDTH+1){1'b0}};
        wr_ptr_sync2 <= {(ADDR_WIDTH+1){1'b0}};
    end else begin
        wr_ptr_sync1 <= wr_ptr;
        wr_ptr_sync2 <= wr_ptr_sync1;
    end
end
always @(posedge i_wr_clk or negedge i_wr_rst_n) begin
    if (!i_wr_rst_n) begin
        rd_ptr_sync1 <= {(ADDR_WIDTH+1){1'b0}};
        rd_ptr_sync2 <= {(ADDR_WIDTH+1){1'b0}};
    end else begin
        rd_ptr_sync1 <= rd_ptr;
        rd_ptr_sync2 <= rd_ptr_sync1;
    end
end
always @(posedge i_wr_clk or negedge i_wr_rst_n) begin
    if (!i_wr_rst_n) begin
        wr_ptr <= {(ADDR_WIDTH+1){1'b0}};
        o_overflow <= 1'b0;
    end else if (i_wr_en && !o_full) begin
        memory[wr_ptr[ADDR_WIDTH-1:0]] <= i_wr_data;
        wr_ptr <= wr_ptr + 1'b1;
        o_overflow <= 1'b0;
    end else if (i_wr_en && o_full) begin
        o_overflow <= 1'b1;
    end
end
always @(posedge i_rd_clk or negedge i_rd_rst_n) begin
    if (!i_rd_rst_n) begin
        rd_ptr <= {(ADDR_WIDTH+1){1'b0}};
        o_rd_data <= {DATA_WIDTH{1'b0}};
        o_rd_valid <= 1'b0;
        o_underflow <= 1'b0;
    end else if (i_rd_en && !o_empty) begin
        o_rd_data <= memory[rd_ptr[ADDR_WIDTH-1:0]];
        rd_ptr <= rd_ptr + 1'b1;
        o_rd_valid <= 1'b1;
        o_underflow <= 1'b0;
    end else if (i_rd_en && o_empty) begin
        o_underflow <= 1'b1;
        o_rd_valid <= 1'b0;
    end else begin
        o_rd_valid <= 1'b0;
    end
end
always @(*) begin
    wr_count = wr_ptr - rd_ptr_sync2;
    rd_count = wr_ptr_sync2 - rd_ptr;
end
always @(posedge i_wr_clk or negedge i_wr_rst_n) begin
    if (!i_wr_rst_n) begin
        o_full <= 1'b0;
    end else begin
        o_full <= (wr_count == DEPTH);
    end
end
always @(posedge i_rd_clk or negedge i_rd_rst_n) begin
    if (!i_rd_rst_n) begin
        o_empty <= 1'b1;
    end else begin
        o_empty <= (rd_count == 0);
    end
end
endmodule
==> ./run.sh <==
#!/bin/bash
# OpenROAD 26Q1-2900-gdf79404cd8, Yosys 0.63+post, stock flow scripts
make -C /OpenROAD-flow-scripts/flow DESIGN_CONFIG=/design/flow/config.mk WORK_HOME=/design/flow/orfs finish
==> ./config.mk <==
export PLATFORM = sky130hd
export DESIGN_NAME = elastic_buffer
export DESIGN_NICKNAME = elastic_buffer
export VERILOG_FILES = /design/flow/design.v
export SDC_FILE = /design/flow/constraint.sdc
export NUM_CORES = 4
export LEC_CHECK = 1
export CORE_AREA = 10 10 70 70
export DIE_AREA = 0 0 80 80
==> ./constraint.sdc <==
current_design elastic_buffer

set clk_period 1.0
set clk_io_pct 0.2

create_clock -name clk0 -period $clk_period [get_ports {i_rd_clk}]
create_clock -name clk1 -period $clk_period [get_ports {i_wr_clk}]

set non_clock_inputs [all_inputs -no_clocks]
set_input_delay [expr $clk_period * $clk_io_pct] -clock clk0 $non_clock_inputs
set_output_delay [expr $clk_period * $clk_io_pct] -clock clk0 [all_outputs]
==> run notes <==
Quick summary of the implementation run below.

The number of clock sinks came to 8. The number of storage elements in the synthesis netlist is 8. The gate-level netlist out of Yosys references 10 unique cell types. The routed length per instance came out at 7.42 µm. The number of violations of the max-capacitance limit is 0. The die extent in x is 80 µm.

The synthesis log from Yosys contains 22 warnings. The number of I/O port buffers is 8. The final HPWL from detailed placement is 515 µm.

STA reports the tightest min-delay check as being of type input pin to asynchronous set/reset pin. The switching share of power came out at 23.9%. The detailed router reported a total wirelength of 631 µm. In the final report, the number of hold violations comes to 0. The proportion of synthesized chip area in sequential cells is 59.6%. The maximum VDD drop came out at 0.000673 V. For this run, the detailed router reports a per-instance via density of 2.12. At the end of routability-driven placement, the weighted congestion stood at 0.630. The count of buffer and inverter cells on the critical path came out at 1. The die outline height came out at 80 µm. The number of OpenROAD warnings came out at 36. The slack of the critical path is -0.0505 ns. Per the log, the first TritonRoute iteration ended with a DRC count of 6.

Overall routing resource usage recorded by global route was 2.00%. In this run the worst setup path begins at o_empty. The layout cell share with drive strength beyond 1 came out at 38.5%. Averaged over all synthesized cells, the footprint is 14.1 µm². Per the post-CTS timing run, clock transition at the registers of the reported paths is 0.04 ns. Traced cell by cell, the critical path runs through buf_2. The cell total in the yosys stat output is 24. The total die area is 0.00640 mm². The startpoint identified for the worst register-to-register timing path is o_empty. The via count came out at 180. The core region area came out at 0.00342 mm². The area growth from synthesis to final layout is 40.4%. The compound-cell area share of the yosys netlist came out at 0%.

The critical path is of the flip-flop to primary output type. The synthesized netlist occupies a cell area of 338 µm². The mux contribution to synthesized area came out at 3.33%. The largest net degree at the start of global routing came out at 7. The total power is 1.21 mW. The standby leakage power came out at 0.217 nW. Setup repair after global routing could not meet its margin everywhere.

The via count of the first global-routing pass came out at 232. The starting density of the core came out at 9.89%. The OpenROAD report gives the critical path a data arrival time of 0.85 ns. The sequential cell fraction of total power came out at 46.2%.

The net switching power came out at 0.289 mW. The longest incremental delay of any stage on the critical path is reported as 0.52 ns. STA puts the critical path data required time at 0.80 ns. The number of antenna violations at the first check in global routing is 0.

The ratio of total power to cell area came out at 2550 mW/mm². The overflow left after global routing is 0. In the final run the clock tree shows a worst skew of 0.00404 ns. The relative contribution of combinational cells to total power came out at 19.5%. The synthesis area per yosys came out at 338 µm².

The diode insertion count for antenna repair is 0. TritonCTS built the clock tree. The script parses the final routing iteration and logs DRC violations as 0.

The number of pins with negative max-slew slack in the final report came out at 0. For this design, the CTS-stage hold fixing added 0 buffers. The share of synthesized cell area in and, or, nand and nor gates came out at 5.93%. The final setup violation count is 1. The number of rows in the core area came out at 21. The first-pass GRT wire length is 979 µm. The worst setup path is captured at a primary output. The I/O pin count is 27. The total internal power came out at 0.920 mW.

The checks that failed: setup timing. The worst setup path is launched from a flip-flop. The number of search-and-repair iterations in the first detailed-routing pass is 2. Post-CTS repair changed the size of 10 cells.

The run finished, with violations left. The master of the slowest instance on the critical path is sky130_fd_sc_hd__dfstp_2. The largest fanout on the critical path came out at 2. The parity-gate share of the synthesized area counting xor and xnor cells came out at 10.0%. The antenna violation net count after detailed routing came out at 0.

The part of the total power dissipated in the clock network is 34.3%. The number of buffers inserted by post-CTS setup repair is 0. In the synthesized netlist, the dominant kind of combinational cell is buffers and inverters. The share of synthesized cell area in full adder, half adder and majority cells came out at 0%. The kind of cell adding the most delay to the critical path is flip-flops.

The sum of negative setup slack came out at -0.0505 ns. Synthesis handed over a netlist of 24 instances.
## cells in the final DEF, fill, tap and decap left out, drive strengths merged
cell type,count
conb,9
clkbuf,9
dfrtp,7
clkdlybuf4s50,4
buf,3
nor2b,2
xor2,2
xnor2,1
mux2,1
dfstp,1
## worst register-to-register path: cells and delay by family, from the launching register on
family	cells	cell delay [ns]
flops	1	0.52
xor+xnor	1	0.13
buf+inv	1	0.12
simple gates	1	0.04
## final timing paths
check                               end  slack, ns  cells after the start
min in group clk0          wr_ptr_sync2       0.35                      0
max                             o_empty      -0.05                      1
min reg2reg                wr_ptr_sync2       0.35                      0
min in group clk1                wr_ptr       0.48                      1
max in group asynchronous       o_empty       0.55                      1
max in group clk1                wr_ptr       0.30                      2
min                              wr_ptr       0.14                      1
max reg2reg                      rd_ptr       0.08                      3
## synth_stat cells (all sizes together)
cell / n / area (µm²)
buf: 9 / 67.6
dfrtp: 7 / 175
nor2b: 2 / 20.0
xor2: 2 / 25.0
conb: 1 / 3.75
dfstp: 1 / 26.3
mux2: 1 / 11.3
xnor2: 1 / 8.76
## per-layer routing
layer | routed length [µm] | GRT usage, % | vias to the layer above | part of all wire (%)
met2 | 306 | 2.97 | 13 | 48
li1 | - | - | 82 | -
met1 | 206 | 1.35 | 83 | 33
met5 | 0 | 0 | - | 0
met3 | 103 | 2.50 | 2 | 16
met4 | 15 | 1.23 | 0 | 2.4
## through the flow
step                util, %  setup WS [ns]  std cells  hold slack [ns]  area, µm²
detailed placement     13.0         -0.170         78            0.342        445
floorplan                 -          0.183         32          -0.0956        368
global route           13.9         -0.104         85            0.131        474
global placement       13.0         -0.167         78            0.336        445
finish                 13.9        -0.0505         85            0.140        474
CTS                    14.2        -0.0678         85            0.131        484
## cell type report
| class | instances | area, µm² |
|---|---|---|
| multi-input cells | 15 | 98.8 |
| repair buffers | 9 | 67.6 |
| clock buffers | 7 | 48.8 |
| well taps | 46 | 57.6 |
| fillers | 396 | 2940 |
| flip-flops and latches | 8 | 201 |
## state kept, by name (all words and copies together), names as in the netlist
| register | cells |
|---|---|
| o_underflow | 1 |
| wr_ptr | 1 |
| o_empty | 1 |
| wr_ptr_sync2 | 1 |
| wr_ptr_sync1 | 1 |
| rd_ptr | 1 |
| o_overflow | 1 |
| o_rd_valid | 1 |
## cells by family after synthesis
logic type	Yosys count
xor+xnor	3
mux	1
simple gates	2
buf+inv	9
other cells	1
flops	8
## power by group through the flow
stage	sequential [mW]	clock, mW	combinational, mW
CTS	0.561	0.438	0.253
global route	0.578	0.480	0.265
finish	0.558	0.415	0.236
Power figures rest on the tool's default switching activity, not on a simulated workload.
