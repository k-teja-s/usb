## flow/run.sh

```bash
#!/bin/bash
# OpenROAD 26Q1-2900-gdf79404cd8, Yosys 0.63+post, stock flow scripts
make -C /OpenROAD-flow-scripts/flow DESIGN_CONFIG=/design/flow/config.mk WORK_HOME=/design/flow/orfs finish
```

## flow/config.mk

```make
export PLATFORM = sky130hd
export DESIGN_NAME = clock_mux
export DESIGN_NICKNAME = clock_mux
export VERILOG_FILES = /design/flow/design.v
export SDC_FILE = /design/flow/constraint.sdc
export NUM_CORES = 4
export LEC_CHECK = 1
export CORE_AREA = 10 10 86 86
export DIE_AREA = 0 0 96 96
```

## flow/constraint.sdc

```tcl
current_design clock_mux

set clk_period 1.4
set clk_io_pct 0.2

create_clock -name clk0 -period $clk_period [get_ports {i_clk_480m}]
create_clock -name clk1 -period $clk_period [get_ports {i_clk_base}]

set non_clock_inputs [all_inputs -no_clocks]
set_input_delay [expr $clk_period * $clk_io_pct] -clock clk0 $non_clock_inputs
set_output_delay [expr $clk_period * $clk_io_pct] -clock clk0 [all_outputs]
```

## flow/design.v

```verilog
module clock_mux (
    input  wire       i_clk_base,       
    input  wire       i_rst_n,
    input  wire       i_clk_480m,       
    input  wire       i_hs_mode,
    input  wire       i_pll_locked,
    output wire       o_usb_clk,
    output reg        o_clk_valid,
    output reg [2:0]  o_state
);
typedef enum logic [2:0] {
    CLK_INIT     = 3'h0,
    CLK_FS_MODE  = 3'h1,
    CLK_SWITCH   = 3'h2,
    CLK_HS_MODE  = 3'h3,
    CLK_ERROR    = 3'h4
} clk_state_t;
clk_state_t current_state, next_state;
reg clk_12m;
reg [1:0] fs_div_count;
reg clk_select;
reg clk_enable_fs, clk_enable_hs;
reg clk_select_sync_fs, clk_select_sync_hs;
reg [7:0] switch_delay;
always @(posedge i_clk_base or negedge i_rst_n) begin
    if (!i_rst_n) begin
        fs_div_count <= 2'b0;
        clk_12m <= 1'b0;
    end else begin
        fs_div_count <= fs_div_count + 1'b1;
        if (fs_div_count == 2'b01) begin
            clk_12m <= ~clk_12m;
        end
    end
end
always @(posedge clk_12m or negedge i_rst_n) begin
    if (!i_rst_n) begin
        clk_select_sync_fs <= 1'b0;
        clk_enable_fs <= 1'b1;
    end else begin
        clk_select_sync_fs <= clk_select;
        clk_enable_fs <= ~clk_select_sync_fs;
    end
end
always @(posedge i_clk_480m or negedge i_rst_n) begin
    if (!i_rst_n) begin
        clk_select_sync_hs <= 1'b0;
        clk_enable_hs <= 1'b0;
    end else begin
        clk_select_sync_hs <= clk_select;
        clk_enable_hs <= clk_select_sync_hs;
    end
end
always @(posedge i_clk_base or negedge i_rst_n) begin
    if (!i_rst_n) begin
        current_state <= CLK_INIT;
        switch_delay <= 8'b0;
    end else begin
        current_state <= next_state;
        if (current_state == CLK_SWITCH) begin
            switch_delay <= switch_delay + 1'b1;
        end else begin
            switch_delay <= 8'b0;
        end
    end
end
always @(*) begin
    next_state = current_state;
    clk_select = 1'b0;
    o_clk_valid = 1'b0;
    o_state = current_state;
    case (current_state)
        CLK_INIT: begin
            if (i_pll_locked) next_state = CLK_FS_MODE;
            else next_state = CLK_ERROR;
        end
        CLK_FS_MODE: begin
            clk_select = 1'b0;
            o_clk_valid = i_pll_locked;
            if (i_hs_mode && i_pll_locked) next_state = CLK_SWITCH;
            else if (!i_pll_locked) next_state = CLK_ERROR;
        end
        CLK_SWITCH: begin
            clk_select = switch_delay[7];
            if (&switch_delay) begin
                next_state = i_hs_mode ? CLK_HS_MODE : CLK_FS_MODE;
            end
        end
        CLK_HS_MODE: begin
            clk_select = 1'b1;
            o_clk_valid = i_pll_locked;
            if (!i_hs_mode) next_state = CLK_SWITCH;
            else if (!i_pll_locked) next_state = CLK_ERROR;
        end
        CLK_ERROR: begin
            clk_select = 1'b0;
            if (i_pll_locked) next_state = CLK_INIT;
        end
    endcase
end
wire clk_fs_gated = clk_12m & clk_enable_fs;
wire clk_hs_gated = i_clk_480m & clk_enable_hs;
assign o_usb_clk = clk_select ? clk_hs_gated : clk_fs_gated;
endmodule
```

==> Flow_metrics.wiki <==
=== Synthesis and place and route ===
{| class="wikitable"
! Metric !! Value
|-
| Total cell area reported by yosys after synthesis || 827 µm²
|-
| Global route overflow || 0
|-
| Arrival time of the worst setup path || 1240 ps
|-
| Wire length of the first global-routing pass || 3.08 mm
|-
| Detailed-route DRC error count || 0
|-
| Die Height || 96 µm
|-
| Sequential element share of the synthesized area || 0.546
|-
| Proportion of netlist area held by the largest area contributor || 0.514
|-
| OpenROAD warning count || 31
|-
| Final standard cell area without fillers || 1370 µm²
|-
| Average wire per standard cell || 9.28 µm
|-
| Placed standard-cell area || 1070 µm²
|-
| Number of inserted diodes || 0
|-
| Violated checks || negative setup slack
|-
| Number of unconstrained endpoints || 2
|-
| Top Layout Cells || sky130_fd_sc_hd__dfrtp_1 (17), sky130_fd_sc_hd__buf_4 (13), sky130_fd_sc_hd__clkbuf_8 (10)
|-
| CTS clk-pin slew, worst paths || 60 ps
|-
| Crit start category || flop
|-
| Peak VDD IR || 0.786 mV
|-
| Cell count listed in synth_stat.txt || 79
|-
| Number of input and output port buffers inserted || 8
|-
| Clock tree from TritonCTS || built
|-
| DRC violation total after the first TritonRoute iteration || 39
|-
| Initial antenna violation count || 0
|-
| Pwr per Cell Area || 970 nW/µm²
|-
| Mean cell area of the mapped netlist || 10.5 µm²
|-
| Tot GR Track Use || 0.0430
|-
| Final setup fails || 11
|-
| Number of slew-limit violations in the final report || 0
|-
| Area of the mapped netlist || 827 µm²
|-
| Critical setup path kind || flop to primary output
|-
| Critical Path RT || 1120 ps
|-
| Top area cell types || sky130_fd_sc_hd__dfrtp_1 (51%), sky130_fd_sc_hd__dfstp_2 (3.2%), sky130_fd_sc_hd__nand2_1 (3.2%)
|-
| Final Hold Violating Endpoints || 0
|-
| Worst slack at placement || -247 ps
|-
| Placeable core area || 5540 µm²
|-
| Tally of yosys warning messages || 1
|-
| Post-DP HPWL || 1.13 mm
|-
| Total I/O pin count || 10
|-
| Vias || 681
|-
| Worst-Margin Slew || 291 ps
|-
| Count of unclocked register or latch pins || 2
|-
| Area of the die || 9220 µm²
|-
| Maximum fanout count along the critical path || 6
|-
| Final core area utilization || 0.247
|-
| Number of rows in the core area || 27
|-
| Unrepaired setup endpoints after global routing || true
|-
| Die Width || 96 µm
|-
| Avg Vias per Cell || 3.64
|-
| Detailed Routing Iterations Pass 1 || 2
|-
| Class of the worst hold path || input pin to asynchronous set/reset pin
|-
| Max-cap violation count || 0
|-
| Cell taking the most area after synthesis || sky130_fd_sc_hd__dfrtp_1
|-
| ANT nets after route || 0
|-
| Fp_density || 0.149
|-
| Routed WL || 1.74 mm
|-
| Worst hold slack across all endpoints || 299 ps
|-
| Vias in the first global route || 661
|-
| Count of unique library cells instantiated by Yosys || 29
|-
| Growth of design area from synthesis to finish || 65.2%
|-
| Commonest Layout Cell || sky130_fd_sc_hd__dfrtp_1
|-
| Least setup slack across all paths after layout || -124 ps
|-
| Post-synth regs || 18
|-
| Nature of the critical path endpoint || primary output
|-
| Largest net degree at the start of global routing || 19
|-
| Max Clock Skew || 5.67 ps
|-
| Post-synthesis cell count || 79
|-
| Total power || 1320 µW
|-
| Hold buffers post-CTS || 0
|-
| Leakage power total || 0.000583 µW
|-
| Placer Congestion || 0.705
|-
| Proportion of layout cells with a drive suffix above 1 || 0.435
|-
| Max-Slew Margin vs Limit || 0.803
|-
| Run status || finished with violations
|-
| Worst-case reg-to-reg path depth || 6
|}
==> layout make-up <==
cell class | count | area (µm²)
sequential | 18 | 452
timing repair buffer | 28 | 263
inverter | 6 | 22.5
clock buffer | 11 | 143
fill | 592 | 4170
tap | 72 | 90.1
multi-input combinational | 52 | 397
==> logic make-up after synthesis <==
logic type               synth area share
XOR/XNOR                           0.0424
buffers and inverters              0.0590
AND-OR/OR-AND                       0.123
adder cells (fa/ha/maj)            0.0303
AND/OR/NAND/NOR                     0.188
flip-flops                          0.546
multiplexers                       0.0121
==> what timing repair did <==
action / CTS / global route
pin swaps: 2 / 1
setup endpoints to repair: 6 / 13
cloned: 0 / 0
buffers inserted: 5 / 3
gates resized: 19 / 23
hold endpoints to repair: 0 / 0
==> layer usage <==
layer / track usage / routed length [µm] / share of wire / vias up
li1: - / - / - / 346
met1: 0.0590 / 868 / 0.50 / 320
met2: 0.0544 / 714 / 0.41 / 13
met3: 0.0291 / 135 / 0.078 / 2
met4: 0.00860 / 17 / 0.0098 / 0
met5: 0 / 0 / 0 / -
==> final timing paths <==
| kind | slack [ps] | end | from |
|---|---|---|---|
| setup / recovery | -120 | o_clk_valid | current_state[0] |
| hold / removal | 300 | clk_select_sync_hs | i_rst_n |
| setup reg to reg | -70 | switch_delay[5] | current_state[0] |
| hold reg to reg | 360 | clk_enable_hs | clk_select_sync_hs |
| max in group clk1 | -70 | switch_delay[5] | current_state[0] |
| max in group asynchronous | 850 | switch_delay[4] | i_rst_n |
| min in group clk0 | 360 | clk_enable_hs | clk_select_sync_hs |
| min in group clk1 | 430 | fs_div_count[0] | fs_div_count[0] |
==> worst max-delay path: stages, from the launching register on <==
cell                      delay [ps]
sky130_fd_sc_hd__dfrtp_1         390
sky130_fd_sc_hd__buf_4           140
sky130_fd_sc_hd__buf_6           110
sky130_fd_sc_hd__buf_8           120
sky130_fd_sc_hd__and3b_1         140
sky130_fd_sc_hd__buf_2           110
==> cells in the mapped netlist, drive strengths merged <==
| library cell | n |
|---|---|
| dfrtp | 17 |
| nand2 | 7 |
| inv | 6 |
| nor2 | 6 |
| a21oi | 5 |
| o21ai | 5 |
| nand3 | 4 |
| xor2 | 3 |
| and3b | 2 |
| buf | 2 |
| ha | 2 |
| nor2b | 2 |
| nor3 | 2 |
| or3 | 2 |
| a211o | 1 |
| a21boi | 1 |
| a22oi | 1 |
| clkbuf | 1 |
| dfstp | 1 |
| mux2i | 1 |
| nand2b | 1 |
| nor4 | 1 |
| o311ai | 1 |
| o31ai | 1 |
| o32a | 1 |
| or3b | 1 |
| or4 | 1 |
| xnor2 | 1 |
==> per-stage QoR <==
step	cells	setup TNS [ps]
floorplan	79	0
global placement	169	-657
detailed placement	169	-633
CTS	184	-154
global route	187	-1390
finish	187	-723
==> registers in the layout (all words and copies together) (netlist names) <==
name                count
current_state           3
clk_enable_hs           1
clk_select_sync_hs      1
clk_select_sync_fs      1
fs_div_count            2
clk_12m                 1
clk_enable_fs           1
switch_delay            8
==> power breakdown <==
part / internal, µW / switching, µW
sequential: 463 / 0.000000000000555
combinational: 16.1 / 16.3
clock: 612 / 217
total: 1090 / 234
Power and IR drop assume default switching activity.
